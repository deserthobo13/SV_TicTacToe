## /design/flow/run.sh

```bash
#!/bin/bash
# OpenROAD 26Q1-2900-gdf79404cd8, Yosys 0.63+post, stock flow scripts
make -C /OpenROAD-flow-scripts/flow DESIGN_CONFIG=/design/flow/config.mk WORK_HOME=/design/flow/orfs finish
```

## /design/flow/config.mk

```make
export PLATFORM = sky130hd
export DESIGN_NAME = display
export DESIGN_NICKNAME = display
export VERILOG_FILES = /design/flow/design.v
export SDC_FILE = /design/flow/constraint.sdc
export NUM_CORES = 4
export LEC_CHECK = 1
export CORE_AREA = 10 10 70 70
export DIE_AREA = 0 0 80 80
```

## /design/flow/constraint.sdc

```tcl
current_design display

set clk_period 1.9
set clk_io_pct 0.2

create_clock -name clk0 -period $clk_period

set non_clock_inputs [all_inputs -no_clocks]
set_input_delay [expr $clk_period * $clk_io_pct] -clock clk0 $non_clock_inputs
set_output_delay [expr $clk_period * $clk_io_pct] -clock clk0 [all_outputs]
```

## /design/flow/design.v

```verilog
module display(input logic [8:0] move,
				output logic [3:0] fourBit);
   always_comb
	case (move)
	9'b0_0000_0001:		fourBit=4'b0000;
	9'b0_0000_0010:		fourBit=4'b0001;
	9'b0_0000_0100:		fourBit=4'b0010;
	9'b0_0000_1000:		fourBit=4'b0011;
	9'b0_0001_0000:		fourBit=4'b0100;
	9'b0_0010_0000:		fourBit=4'b0101;
	9'b0_0100_0000:		fourBit=4'b0110;
	9'b0_1000_0000:		fourBit=4'b0111;
	9'b1_0000_0000:		fourBit=4'b1000;
	default:	fourBit=4'b0000;
   endcase
endmodule
```

==> flow_summary.ini <==
; synthesis and place-and-route metrics
[worst_setup_path]
required_ps = 1520
crit_end = fourBit[0]
end_kind = primary output
crit_fanout = 2
arrival_ps = 1440
worst-setup-path-type = primary input to primary output
crit_start = move[5]
startpoint_type = primary input

[grt]
grt_pass1_vias = 283
track_usage = 0.0254
overflow = 0
grt_pass1_wl_um = 1360
antenna_found_initial = 0
grt_max_degree = 8

[synth]
yosys_warnings = 1
synth_area_per_cell_um2 = 7.05
top_cells_by_area = xor2_1 (11%), o21ai_0 (9.7%), a2111oi_2 (9.7%), nand3b_1 (9.7%), o211ai_1 (9.7%)
netlist_area_um2 = 155
synth.distinct_cells = 14
ys_area_um2 = 155
yosys_cells = 22
yosys.area.top_type_share = 0.113
synthCells = 22
largest_area_cell = xor2_1
ys_seq_frac = 0

[route]
n_antenna_cell = 0
drt-initial-drc-count = 40
antenna_left = 0
via_count = 279
viasPerCell = 3.07
wl_per_cell_um = 9.41
drt_first_pass_iters = 4
drc = 0
wirelength_um = 856

[final_timing]
fmax_ghz = 0.548
fin_ws_ps = 76.7
worstMarginPinSlew_ps = 275
rsz0062_at_grt = true
fin_crit_sh = 0.960
min_period_ps = 1820
finalSetupViolCount = 0
setup_tns_ps = 0
maxSlewHeadroom = 0.816
slew_viol_final = 0
final_hold_viol_count = 0

[flow_run]
max_cap_violations = 0
warning_count = 34

[power_and_ir_drop]
p_total_w = 0.0000647
ir_drop_mv = 0.0306
powerDensity_nw_per_um2 = 147
p_leak_nw = 0.174

[floorplanning]
fp-utilization = 0.0454
chip_area_um2 = 6400
io_pins = 13
die_w_um = 80
core_um2 = 3420
die_y_um = 80
rows = 21

[placed_design]
place_congestion = 0.793
io_buffers = 13
pre_cts_ws_ps = -763
hpwl_um = 690

[worst_hold_path]
worst_hold_path_type = primary input to primary output

[final_layout]
area_growth_syn_to_layout_pct = 184
drive_gt1_frac = 0.578
regArea_um2 = 0
nClkBuffers = 0
ff_count = 0

[status]
status = finished, final reports clean

[clocking]
postCtsSetupBuffers = 0
## placed cells by master (no fill, tap or decap)
master and instances:
buf_4 8, buf_6 5, buf_2 4, o21ai_0 3, clkbuf_2 3, xor2_1 2, nor2_1 2, nand3b_1 2
inv_1 2, o211ai_1 2, dlygate4sd2_1 2, or3_4 1, or4b_4 1, nor4_4 1, o2111ai_1 1, o41ai_2 1
a2111oi_2 1, nor4_1 1, and3_1 1, a2111oi_4 1, clkdlybuf4s15_1 1
## final cells by class
class	instances	area, um2
Tap cell	46	57.6
Fill cell	398	2980
Timing Repair Buffer	23	179
Inverter	2	7.51
Multi-Input combinational cell	20	196
## worst min path at each step
stage                   endpoint    start  depth (start not counted)  slack [ps]
final                 fourBit[1]  move[5]                          4        1130
after global routing  fourBit[1]  move[5]                          4        1150
after CTS             fourBit[1]  move[5]                          4        1120
## cells in the mapped netlist, drive strengths merged
cell type	count
nor2	2
and3	1
or4b	1
o21ai	3
o2111ai	1
o211ai	2
nand3b	2
inv	2
o41ai	1
xor2	2
a2111oi	2
or3	1
nor4	2
## per-stage QoR
| stage | std cells | hold WS, ps | cell area, um2 | utilization |
|---|---|---|---|---|
| after floorplan | 22 | 777 | 155 | - |
| after detailed placement | 91 | 1820 | 418 | 0.122 |
| final | 91 | 1130 | 440 | 0.129 |
| after global routing | 91 | 1150 | 440 | 0.129 |
| after global placement | 91 | 1820 | 418 | 0.122 |
| after CTS | 91 | 1120 | 447 | 0.131 |
## per-layer routing
| layer | global-route usage | wire, um | part of all wire |
|---|---|---|---|
| met5 | 0 | 0 | 0 |
| met4 | 0 | 0 | 0 |
| met3 | 0.0148 | 122 | 0.14 |
| met2 | 0.0305 | 258 | 0.30 |
| met1 | 0.0389 | 475 | 0.55 |
## critical path, cell delays in order
cell	delay [ps]
buf_6	90
or4b_4	530
o41ai_2	210
buf_4	160
buf_6	70
## kinds of logic (layout without fill, tap and decap cells)
group	Yosys count	after routing	synth area share
XOR/XNOR	2	2	0.113
AND-OR/OR-AND	9	9	0.468
AND/OR/NAND/NOR	9	9	0.371
buffers and inverters	2	25	0.0484
## power by group
| part | internal, W | leakage [nW] | switching, W |
|---|---|---|---|
| sequential | 0 | 0 | 0 |
| combinational | 0.0000335 | 0.174 | 0.0000312 |
| clock | 0 | 0 | 0 |
| total | 0.0000335 | 0.174 | 0.0000312 |
## what timing repair did
item                       CTS  global route
setup endpoints to repair    4             3
pin swaps                    7             5
hold buffers                 0             0
gates resized               43             8
Power and IR drop assume default switching activity.
